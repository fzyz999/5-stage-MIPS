`flow/config.mk`:
```
export PLATFORM = sky130hd
export DESIGN_NAME = alu
export DESIGN_NICKNAME = alu
export VERILOG_FILES = /design/flow/design.v
export SDC_FILE = /design/flow/constraint.sdc
export NUM_CORES = 4
export LEC_CHECK = 1
export CORE_UTILIZATION = 50
```
`flow/constraint.sdc`:
```
current_design alu

set clk_period 17.8
set clk_io_pct 0.2

create_clock -name clk0 -period $clk_period

set non_clock_inputs [all_inputs -no_clocks]
set_input_delay [expr $clk_period * $clk_io_pct] -clock clk0 $non_clock_inputs
set_output_delay [expr $clk_period * $clk_io_pct] -clock clk0 [all_outputs]
```
`flow/design.v`:
```
`timescale 1ns/1ns
module ShiftRight(
                  input signed [31:0] inp,
                  input [4:0]         shamt,
                  input               isSrl,
                  output [31:0]       out
                  );
   assign out = (isSrl)? $signed(inp>>shamt):
                (inp>>>shamt);
endmodule
module alu (a,b,op,c,over);
   input [31:0]  a,b;
   input [3:0]   op;
   output [31:0] c;
   output        over;
   wire [31:0]   tmp,slt_result;
   wire [31:0]   sr_result;
   wire [32:0]   sltu_result;
   ShiftRight sr(b,a[4:0],op==4'b0111,sr_result);
   assign tmp=((op==4'b0001)?~b+1:b);
   assign slt_result=a-b;
   assign sltu_result={1'b0,a}-{1'b0,b};
   assign c=(op==4'b0000)?a+b:
            (op==4'b0001)?a-b:
            (op==4'b0010)?a|b:
            (op==4'b0011)?a & b:
            (op==4'b0100)?a ^ b:
            (op==4'b0101)?~(a|b):
            (op==4'b0110)?b<<a[4:0]:
            (op==4'b0111||op==4'b1000)?sr_result:
            (op==4'b1001)?{31'd0,slt_result[31]}:
            (op==4'b1010)?{31'd0,sltu_result[32]}:
            32'hBBAACCDD; 
   assign over=((op==4'b0000 || op==4'b0001) &&
               a[31]==tmp[31] && tmp[31]==~c[31]);
endmodule
```
`flow/run.sh`:
```
#!/bin/bash
# OpenROAD 26Q1-2900-gdf79404cd8, Yosys 0.63+post, stock flow scripts
make -C /OpenROAD-flow-scripts/flow DESIGN_CONFIG=/design/flow/config.mk WORK_HOME=/design/flow/orfs finish
```
==> CHANGELOG.md <==
### Changed

* Outcome: finished clean
* Critical path peak fanout at 37
* Reg area at 0 sq um
* Slew Limit Headroom at 0.455
* Maxcap violations at 0
* Yosys stat chip area at 0.00903 sq mm
* Largest net degree at the start of global routing at 77
* Max Fclk at 84.3 MHz
* Post-Syn Area per Cell at 6.73 sq um
* Vias in the first global route at 10300
* Unrepaired setup endpoints after global routing: no
* Ant. Diodes at 0
* Cts hold-fix bufs at 0
* Pint at 136 uW
* Final std cells w/o fill at 1593
* Chip area at about 0.019 sq mm
* Core box area at 0.0175 sq mm
* OpenROAD warning count at 97
* Die height at 136 um
* GP Congestion at 1.07
* Total gr overflow at 0
* Syn. warnings at 0
* Total power draw at 343 uW
* Number of routed nets with antenna violations at 0
* Fillers at approximately 1600
* Drt pass-1 iters at 6
* Max rail drop VDD at 31.3 uV
* Area grow syn2layout at 11.5%
* Yosys Instances at 1342
* Cell area leaders: ha_1 (13%), mux4_2 (10%), a21oi_1 (7.9%)
* Synth cell types at 79
* Placed cell count at 1593
* WS Path Type: input port to output port
* Cell type with the largest total area: ha_1
* Setup tns final at 0 ns
* Worst-path cell chain: buf_4 > inv_1 > ha_1 > fa_1 > o21ba_2 > nor4_1 > nor3_1 > o2111a_1 > nor2_1 > a21o_1 > a311oi_1 > mux2i_1 > xnor2_1 > o211ai_1 > clkdlybuf4s50_1
* Layout cells sized above 1 at 0.0782
* Final Slew Violations at 0
* Via count at about 11000
* Clock power frac at 0
* Critical Path RT at approximately 14 ns
* Routed len/inst at 26.7 um
* Crit. End Element: output port
* Net Sw Frac at 0.603
* Worst Path Arrival at 8.31 ns
* Leak at 0.00415 uW
* Port buffer count at 101
* Post-synth seq share at 0
* Largest stage delay, worst path at 0.51 ns
* First-pass GRT wire length at 63000 um
* Hold Path Origin: a[3]
* Flop pwr share at 0
* Synth top area share at 0.133
* Row cnt at 48
* Period Utilization, post-route at 0.667
* Routed wire length at 42600 um
* Worst-margin pin slew at 0.809 ns
* Seq_cells at 0
* Slowest cell on crit path: clkdlybuf4s50_1
* Pwr dens at about 34 mW/mm^2
* Initial antenna violation count at 0
* IO Count at 101
* Syn Std Cell Area at about 0.0090 sq mm
* Critical Path Source Type: input port
* CLK BUF at 0
* Sw power at about 210 uW
* CTS resizes at 0
* Worst setup startpoint: a[0]
* Residual DRC at 0
* GRT Util Overall at 0.466
* Final setup violation count at 0
* Initial DRC count at around 1700
* Die Width at 136 um
* Worst hold path class: input port to output port
* Final Hold Fails at 0
* Post-CTS setup buffers at 0
* Post-synthesis cell count at 1342
* Final core occ at 0.576
* Logic pwr share at 1.000
* Starting Density at 0.517
* Vias/cell at 7.22
* Detailed-placement wirelength estimate at between 30000 and 40000 um
* Min Tclk post-route at 11.87 ns
[Yosys cell counts, drive strengths merged (7+ instances only)]
cell type	number
a221o	13
and3	7
o21bai	9
xnor2	11
a2111oi	7
o31ai	16
nand2b	24
a21oi	144
o211ai	20
o22ai	33
buf	45
o21ai	107
nand2	99
a211o	13
ha	96
nand3	14
nor4	13
inv	99
clkbuf	59
or3	8
a21o	17
mux4	42
a221oi	32
a211oi	24
o21a	10
nor2	161
o221ai	12
mux2i	45
a31oi	19
mux2	11
nor2b	18
nor3	36
[path summary, 6_finish.rpt]
check | endpoint | slack [ns] | depth (start not counted)
setup / recovery | c[22] | 5.93 | 15
hold / removal | c[3] | 8.04 | 5
[metrics by stage]
step | hold WS, ns | setup WS [ns] | area, sq um
finish | 8.04 | 5.93 | 10100
detailed placement | 8.02 | 6.14 | 10100
global placement | 8.03 | 6.11 | 10100
floorplan | 7.20 | 7.36 | 9030
global route | 8.10 | 5.82 | 10100
CTS | 8.03 | 6.12 | 10100
[final cells by class]
cell class | instances | area (sq um) | area share
multi-input cells | 1137 | 8200 | 0.815
inverters | 101 | 379 | 0.0376
repair buffers | 130 | 1210 | 0.120
well taps | 225 | 282 | 0.0280
[placed cells by master, fill, tap and decap left out, types with 4 or more instances in the layout]
master,instances
a211o_1,13
inv_1,97
mux4_2,42
o31ai_1,16
nand3_1,14
mux2_2,11
xnor2_1,11
buf_2,4
and3_1,7
or3_1,8
a2111oi_0,7
nor2_1,160
nand4_1,6
a21oi_1,143
o21ai_0,107
o211ai_1,19
nor3_1,33
o21a_1,10
a221o_1,13
a21o_1,17
mux2i_1,45
nor2b_1,18
o221ai_1,12
o22ai_1,33
nand2b_1,24
o21bai_1,9
a211oi_1,24
ha_1,96
nand2_1,99
clkdlybuf4s50_1,96
a22oi_1,6
buf_4,30
a221oi_1,32
o2111ai_1,5
o311ai_0,4
a31oi_1,18
nor4_1,13
[critical path: cells and delay by family]
kind / cells / cell delay (ns)
AOI/OAI and AO/OA: 5 / 1.22
xor gates and xnor gates: 1 / 0.11
adders and majority gates: 2 / 0.89
buffers and inverters: 3 / 1.27
muxes: 1 / 0.20
and+or+nand+nor: 3 / 1.05
[power groups by stage]
stage	logic (uW)	registers, uW	clock network [uW]
CTS	331	0	0
global route	364	0	0
finish	343	0	0
[routing by layer]
layer  global-route usage  up-vias  share of wire
li1                     -     5138              -
met1                0.617     5236           0.38
met2                0.688      941           0.42
met3                0.123      181           0.13
met4                0.258        2          0.071
met5               0.0278        -         0.0016
[cell families after synthesis]
kind of cell             synth area share
multiplexers                        0.168
XOR/XNOR                           0.0126
AND-OR/OR-AND                       0.390
AND/OR/NAND/NOR                     0.198
buffers and inverters              0.0935
adder cells (fa/ha/maj)             0.137
Power is estimated from default activity; no workload was simulated.
