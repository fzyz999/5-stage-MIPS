## flow/run.sh

```bash
#!/bin/bash
# OpenROAD 26Q1-2900-gdf79404cd8, Yosys 0.63+post, stock flow scripts
make -C /OpenROAD-flow-scripts/flow DESIGN_CONFIG=/design/flow/config.mk WORK_HOME=/design/flow/orfs finish
```

## flow/config.mk

```make
export PLATFORM = sky130hd
export DESIGN_NAME = muldiv
export DESIGN_NICKNAME = muldiv
export VERILOG_FILES = /design/flow/design.v
export SDC_FILE = /design/flow/constraint.sdc
export NUM_CORES = 4
export LEC_CHECK = 1
export CORE_UTILIZATION = 50
```

## flow/constraint.sdc

```tcl
current_design muldiv

set clk_period 166.5
set clk_io_pct 0.2

create_clock -name clk0 -period $clk_period [get_ports {clk}]

set non_clock_inputs [all_inputs -no_clocks]
set_input_delay [expr $clk_period * $clk_io_pct] -clock clk0 $non_clock_inputs
set_output_delay [expr $clk_period * $clk_io_pct] -clock clk0 [all_outputs]
```

## flow/design.v

```verilog
`timescale 1ns/1ns
module muldiv (d1,d2,hilo,op,start,we,busy,hi,lo,clk,rst);
   input [31:0]  d1,d2;
   input         hilo;
   input [1:0]   op;
   input         start,we,clk,rst;
   output        busy;
   output [31:0] hi,lo;
   reg [3:0]     i;
   reg           _busy;
   reg [63:0]    _hilo;
   reg [31:0]    _d1,_d2;
   reg [1:0]     _op;
   wire [63:0]   d164,d264;
   assign d164=(_op==2'b01|
                _op==2'b11)?
               {{32{_d1[31]}},_d1}:
               {32'h0000_0000,_d1};
   assign d264=(_op==2'b01|
                _op==2'b11)?
               {{32{_d2[31]}},_d2}:
               {32'h0000_0000,_d2};
   assign busy=_busy;
   assign hi=_hilo[63:32];
   assign lo=_hilo[31:0];
   always @(posedge clk or posedge rst) begin
      if (rst) begin
         _busy<=0;
         _hilo<=64'h0000_0000_0000_0000;
         _d1<=0;
         _d2<=0;
         _op=2'b00;
      end  
      else if (we) begin
         if (hilo) begin
            _hilo<={d1,_hilo[31:0]};
         end  
         else begin
            _hilo<={_hilo[63:32],d1};
         end
      end  
      else if (start) begin
         _busy<=1;
         _d1<=d1;
         _d2<=d2;
         _op<=op;
         i<=(op==2'b00|
            op==2'b01)?5:10;
      end  
      else if (i) begin
         i<=i-1;
      end  
      else begin
         _busy<=0;
         _hilo<=(_op==2'b00|
                 _op==2'b01)?d164*d264:
                (_op==2'b10)?{_d1%_d2,_d1/_d2}:
                {$signed(_d1)%$signed(_d2),$signed(_d1)/$signed(_d2)};
      end
   end
endmodule  
```

==> flow_metrics.rpt <==
IMPLEMENTATION SUMMARY REPORT
----------------------------------------------------
[Status]
  Result of the run ........................ aborted with a tool error
  Stop stage ........................ 5_1_grt
  Error text reported by the tool ........................ [ERROR GRT-0116] Global routing finished with congestion. Check the congestion regions in the DRC Viewer.

[Clock tree]
  Buffers inserted during post-CTS setup optimization ........................ 0
  Post-cts hold-fix buffer tally ........................ 0
  Buffer levels on the longest clock path ........................ 2
  Number of CTS-inserted buffers ........................ 17
  Clk sinks ........................ 135
  Library cell used as clock root buffer ........................ sky130_fd_sc_hd__clkbuf_16
  Maximum level of the CTS H-tree ........................ 4
  CTS-repair resized insts ........................ 0

[Synth]
  Cell count listed in synth_stat.txt ........................ 11,200
  Post-synth top cells ........................ sky130_fd_sc_hd__inv_1, sky130_fd_sc_hd__nand2_1, sky130_fd_sc_hd__fa_1
  Share of synthesized area spent on multiplexers ........................ under 10%
  Xor and xnor fraction of the mapped netlist area ........................ 5.87%
  Flops after synth ........................ between 100 and 150
  Compound-cell area share of the yosys netlist ........................ between 10% and 20%
  Sequential fraction of the synthesis area ........................ between 3 and 4%
  Area fraction of the dominant cell type after synthesis ........................ a little under a third
  Post-synth EDFFs ........................ 4
  Area share of fa/ha/maj cells after synthesis ........................ 43.9%
  Number of standard cells after synthesis ........................ between 10,000 and 15,000
  Yosys warning count ........................ 1
  Post-synthesis share of cell area spent on and, or, nand and nor gates ........................ 19.4%
  Largest cells by area after synthesis ........................ sky130_fd_sc_hd__fa_1, sky130_fd_sc_hd__ha_1, sky130_fd_sc_hd__inv_1
  Library cells used by synthesis ........................ 123
  Post-Synthesis Mean Instance Area ........................ roughly 8.1 µm²
  Combinational family with the most area after synthesis ........................ adder cells
  Combined area of all synthesized cells ........................ 90,500 µm²
  Post-synth area from yosys stat ........................ 90,500 µm²
  Most popular library cell in the synthesized design by count ........................ sky130_fd_sc_hd__inv_1
  Largest area contributor in the synthesized netlist ........................ sky130_fd_sc_hd__fa_1
  Top flip-flop cell by instance count after synthesis ........................ sky130_fd_sc_hd__dfrtp_1
  Share of async-settable or async-resettable flops after synthesis ........................ 97.0%

[GRT]
  Largest net degree at the start of global routing ........................ 56
  Number of global-route vias before repair ........................ 94,300
  Wire length of the first global-routing pass ........................ 667 mm
  Total overflow reported by the global router ........................ 147
  GR Util All Layers ........................ roughly 55%

[Die]
  Standard-cell row count ........................ 155
  Die Height ........................ 427 µm
  Die span in x ........................ 427 µm
  Core Util at FP ........................ 50.5%
  Ports ........................ 136

[Placed design]
  Cell area reported after detailed placement ........................ between 90,000 and 100,000 µm²
  Routability congestion estimate from global placement ........................ 1.23
  IO buf count ........................ approximately 140
  DP HPWL ........................ 374 mm
  Post-placement worst setup slack ........................ 68.31 ns

----------------------------------------------------
stage by stage:
| step | hold slack [ns] | instances |
|---|---|---|
| after global placement | 0.466 | 13500 |
| after CTS | 0.481 | 13500 |
| after floorplan | 0.421 | 11200 |
| after detailed placement | 0.466 | 13500 |
cells by family after synthesis:
logic type,after synthesis
and+or+nand+nor,3684
adders and majority gates,2306
AOI/OAI and AO/OA,2289
buffers and inverters,1988
xor gates and xnor gates,606
muxes,158
DFF,135
other,2
per-layer routing:
metal  GRT overflow  track usage [%]
met2             43             68.3
met1             21             67.6
met5              4             6.46
met3             53             35.6
met4             26             36.9
