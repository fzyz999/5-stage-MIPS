`run.sh`:
```
#!/bin/bash
# OpenROAD 26Q1-2900-gdf79404cd8, Yosys 0.63+post, stock flow scripts
make -C /OpenROAD-flow-scripts/flow DESIGN_CONFIG=/design/flow/config.mk WORK_HOME=/design/flow/orfs finish
```
`config.mk`:
```
export PLATFORM = sky130hd
export DESIGN_NAME = hazard
export DESIGN_NICKNAME = hazard
export VERILOG_FILES = /design/flow/design.v
export SDC_FILE = /design/flow/constraint.sdc
export NUM_CORES = 4
export LEC_CHECK = 1
export CORE_AREA = 10 10 96 96
export DIE_AREA = 0 0 106 106
```
`constraint.sdc`:
```
current_design hazard

set clk_period 2.2
set clk_io_pct 0.2

create_clock -name clk0 -period $clk_period

set non_clock_inputs [all_inputs -no_clocks]
set_input_delay [expr $clk_period * $clk_io_pct] -clock clk0 $non_clock_inputs
set_output_delay [expr $clk_period * $clk_io_pct] -clock clk0 [all_outputs]
```
`design.v`:
```
`timescale 1ns/1ns
`timescale 1ns/1ns
module parse_instr (input [31:0] instr,
                    output      add,addu,sub,subu,mult,multu,div,divu,ori,lb,lbu,lh,lhu,lw,sb,sh,sw,beq,bne,blez,bgtz,bltz,bgez,lui,jal,jalr,addi,slt,slti,sltiu,sltu,jr,addiu,j,sll,srl,sra,sllv,srlv,srav,andi,xori,and_r,or_r,nor_r,xor_r,mfhi,mflo,mthi,mtlo,mfc0,mtc0,eret);
   wire                         rtype,regimm,cop0;
   wire [5:0]                  OpCode;
   wire [5:0]                  Funct;
   assign OpCode=instr[31:26];
   assign Funct=instr[5:0];
   assign rtype=(OpCode==6'b00_0000);
   assign add=rtype&(Funct==6'b10_0000);
   assign addu=rtype&(Funct==6'b10_0001);
   assign sub=rtype&(Funct==6'b10_0010);
   assign subu=rtype&(Funct==6'b10_0011);
   assign mult=rtype&(Funct==6'b01_1000);
   assign multu=rtype&(Funct==6'b01_1001);
   assign div=rtype&(Funct==6'b01_1010);
   assign divu=rtype&(Funct==6'b01_1011);
   assign slt=rtype&(Funct==6'b10_1010);
   assign sltu=rtype&(Funct==6'b10_1011);
   assign sll=rtype&(Funct==6'b00_0000);
   assign srl=rtype&(Funct==6'b00_0010);
   assign sra=rtype&(Funct==6'b00_0011);
   assign sllv=rtype&(Funct==6'b00_0100);
   assign srlv=rtype&(Funct==6'b00_0110);
   assign srav=rtype&(Funct==6'b00_0111);
   assign and_r=rtype&(Funct==6'b10_0100);
   assign or_r=rtype&(Funct==6'b10_0101);
   assign nor_r=rtype&(Funct==6'b10_0111);
   assign xor_r=rtype&(Funct==6'b10_0110);
   assign andi=(OpCode==6'b00_1100);
   assign ori=(OpCode==6'b00_1101);
   assign lui=(OpCode==6'b00_1111);
   assign xori=(OpCode==6'b00_1110);
   assign lb=(OpCode==6'b10_0000);
   assign lbu=(OpCode==6'b10_0100);
   assign lh=(OpCode==6'b10_0001);
   assign lhu=(OpCode==6'b10_0101);
   assign lw=(OpCode==6'b10_0011);
   assign sb=(OpCode==6'b10_1000);
   assign sh=(OpCode==6'b10_1001);
   assign sw=(OpCode==6'b10_1011);
   assign slti=(OpCode==6'b00_1010);
   assign sltiu=(OpCode==6'b00_1011);
   assign beq=(OpCode==6'b00_0100);
   assign bne=(OpCode==6'b00_0101);
   assign blez=(OpCode==6'b00_0110);
   assign bgtz=(OpCode==6'b00_0111);
   assign regimm=(OpCode==6'b00_0001);
   assign bltz=regimm&(instr[20:16]==5'b00000);
   assign bgez=regimm&(instr[20:16]==5'b00001);
   assign addi=(OpCode==6'b00_1000);
   assign addiu=(OpCode==6'b00_1001);
   assign j=(OpCode==6'b00_0010);
   assign jal=(OpCode==6'b00_0011);
   assign jr=rtype&(Funct==6'b00_1000);
   assign jalr=rtype&(Funct==6'b00_1001);
   assign mtlo=rtype&(Funct==6'b01_0011);
   assign mthi=rtype&(Funct==6'b01_0001);
   assign mflo=rtype&(Funct==6'b01_0010);
   assign mfhi=rtype&(Funct==6'b01_0000);
   assign cop0=(OpCode==6'b01_0000);
   assign mtc0=cop0&(instr[25:21]==5'b00100);
   assign mfc0=cop0&(instr[25:21]==5'b00000);
   assign eret=cop0&(Funct==6'b01_1000);
endmodule  
module processInstr (instr,cal_r,cal_i,ld,st,brs,brt,jr_o,jal_o,muldiv,mtc0_o,mfc0_o);
   input [31:0] instr;
   output       cal_r,cal_i,ld,st,brs,brt,jr_o,jal_o,muldiv;
   output       mtc0_o,mfc0_o;
   wire         add,addu,sub,subu,mult,multu,div,divu,ori,lb,lbu,lh,lhu,lw,sb,sh,sw,beq,bne,blez,bgtz,bltz,bgez,lui,jal,jalr,addi,slt,slti,sltiu,sltu,jr,addiu,j,sll,srl,sra,sllv,srlv,srav,andi,xori,and_r,or_r,nor_r,xor_r,mfhi,mflo,mthi,mtlo,mfc0,mtc0,eret;
   parse_instr parser(instr,add,addu,sub,subu,mult,multu,div,divu,ori,lb,lbu,lh,lhu,lw,sb,sh,sw,beq,bne,blez,bgtz,bltz,bgez,lui,jal,jalr,addi,slt,slti,sltiu,sltu,jr,addiu,j,sll,srl,sra,sllv,srlv,srav,andi,xori,and_r,or_r,nor_r,xor_r,mfhi,mflo,mthi,mtlo,mfc0,mtc0,eret);
   assign cal_r=(add|addu|sub|subu|sll|srl|sra|sllv|srlv|srav|and_r|or_r|nor_r|xor_r|slt|sltu)|mult|multu|div|divu|mfhi|mflo|jalr;
   assign cal_i=(addi|addiu|lui|andi|ori|xori|slti|sltiu)|mthi|mtlo;
   assign ld=(lb|lbu|lh|lhu|lw);
   assign st=(sb|sh|sw);
   assign brt=beq|bne;
   assign brs=(beq|bne|blez|bgtz|bltz|bgez);
   assign jr_o=jr|jalr;
   assign jal_o=jal;
   assign mtc0_o=mtc0;
   assign mfc0_o=mfc0;
   assign muldiv=mult|multu|div|divu|mfhi|mflo|mthi|mtlo;
endmodule  
module hazard (instrD,instrE,instrM,start,busy,stall);
   input [31:0]  instrD,instrE,instrM;
   input         start,busy;
   output        stall;
   wire          cal_r_d,cal_i_d,jorb_d,brs_d,brt_d,jr_d,ld_d,st_d,jal_d,muldiv_d,mfc0_d,mtc0_d;
   wire          cal_r_e,cal_i_e,jorb_e,brs_e,brt_e,jr_e,st_e,ld_e,jal_e,muldiv_e,mfc0_e,mtc0_e;
   wire          cal_r_m,cal_i_m,jorb_m,brs_m,brt_m,jr_m,st_m,ld_m,jal_m,muldiv_m,mfc0_m,mtc0_m;
   processInstr pinstrD(instrD,cal_r_d,cal_i_d,ld_d,st_d,brs_d,brt_d,jr_d,jal_d,muldiv_d,mtc0_d,mfc0_d);
   processInstr pinstrE(instrE,cal_r_e,cal_i_e,ld_e,st_e,brs_e,brt_e,jr_e,jal_e,muldiv_e,mtc0_e,mfc0_e);
   processInstr pinstrM(instrM,cal_r_m,cal_i_m,ld_m,st_m,brs_m,brt_m,jr_m,jal_m,muldiv_m,mtc0_m,mfc0_m);
   assign jorb_d = brs_d | jr_d;
   assign jorb_e = brs_e | jr_e;
   assign jorb_m = brs_m | jr_m;
   wire          stall_jorb_rs,stall_b_rt,stall_cal_r,stall_cal_i,stall_ld,stall_st,stall_muldiv;
   assign stall_muldiv=muldiv_d & (start|busy);
   assign stall_jorb_rs = jorb_d & instrD[25:21]!= 5'b00000  &(
                               (cal_r_e & (instrD[25:21]==instrE[15:11])) |
                               (cal_i_e & (instrD[25:21]==instrE[20:16])) |
                               ((ld_e|mfc0_e) & (instrD[25:21]==instrE[20:16]))    |
                               ((ld_m|mfc0_m) & (instrD[25:21]==instrM[20:16]))
                               );
   assign stall_b_rt = brt_d & instrD[20:16]!= 5'b00000  &(
                               (cal_r_e & (instrD[20:16]==instrE[15:11])) |
                               (cal_i_e & (instrD[20:16]==instrE[20:16])) |
                               ((ld_e|mfc0_e) & (instrD[20:16]==instrE[20:16]))    |
                               ((ld_m|mfc0_m) & (instrD[20:16]==instrM[20:16]))
                               );
   assign stall_cal_r = cal_r_d & ((ld_e|mfc0_e) & (instrD[25:21]==instrE[20:16] | instrD[20:16]==instrE[20:16]));
   assign stall_cal_i = cal_i_d & ((ld_e|mfc0_e) & instrD[25:21]==instrE[20:16]);
   assign stall_ld = ld_d & ((ld_e|mfc0_e) & instrD[25:21]==instrE[20:16]);
   assign stall_st = st_d & ((ld_e|mfc0_e) & instrD[25:21]==instrE[20:16]);
   assign stall=stall_jorb_rs|stall_cal_r|stall_cal_i|stall_ld|stall_st|stall_b_rt|stall_muldiv;
endmodule  
```
==> GITHUB_STEP_SUMMARY <==
## Synthesis and layout report

| Metric | Value |
|---|---|
| Status | finished, violations left |
| Violations in the final reports | negative setup slack |
| Maximum single-stage delay on the critical path | 450 ps |
| Hold path cells | 5 |
| Mean cell area of the mapped netlist | 6.92 um^2 |
| Number of violations reported at the end of detailed-routing iteration 0 | 31 |
| Antenna-violating nets left | 0 |
| Max-slew violation count | 0 |
| Cells taking the most area after synthesis | xnor2_1 19%, xor2_1 16%, nand2b_1 4.1%, nor4_1 4.1%, nand3_1 4.0% |
| Total routing usage reported by global routing | 6.61% |
| Tally of max-capacitance violations | 0 |
| Filler-free cell count of the finished design | 318 |
| Final-report setup violation count | 1 |
| Detailed Route WL | 4010 um |
| Die extent in x | 106 um |
| Critical path required time | 1760 ps |
| Hold path startpoint | start |
| Worst rel slew slack | 76.5% |
| Period minus WS final | 2340 ps |
| Cell taking the most area after synthesis | xnor2_1 |
| CP max FO | 4 |
| Synth warn | 0 |
| Sequence of cells on the critical path | clkdlybuf4s50_1 -> buf_4 -> o2111ai_2 -> nand2_1 -> a41o_1 -> a221o_1 -> buf_2 |
| Power density over the cells | 151 nW/um^2 |
| Post-DR vias/cell | 3.85 |
| Arrival @ worst endpoint | 1900 ps |
| Number of antenna repair diodes | 0 |
| Hold Buf Count CTS | 0 |
| Final Hold Slack | 1650 ps |
| Area of the mapped netlist | 754 um^2 |
| CP startpoint kind | primary input |
| Aggregate global routing overflow | 0 |
| Cell leakage power | 0.839 nW |
| Area of the die | 11200 um^2 |
| Min setup slack post-route | -138 ps |
| Total number of vias | 1225 |
| Post-route DRC | 0 |
| Worst min-delay path endpoint | stall |
| Max rail drop VDD | 0.0723 mV |
| Vias in the first global route | 1257 |
| DP Cell Count | 314 |
| Yosys stat area | 754 um^2 |
| Fmax | 428 MHz |
| Core outline area | 7210 um^2 |
| Core utilization at floorplan | 10.5% |
| Share of the yosys chip area belonging to registers | 0% |
| Number of search-and-repair iterations in the first detailed-routing pass | 6 |
| Number of logged tool warnings | 65 |
| Crit path kind | primary input to output pin |
| Largest net degree at the start of global routing | 5 |
| Register area | 0 um^2 |
| Global-route wire length before repair | 6230 um |
| Worst path bufs/invs | 3 |
| Port-buffer cells | 68 |
| Area growth from synthesis to final layout | 169% |
| Type of the tightest min-delay check | primary input to output pin |
| Count of clock buffers in the final design | 0 |
| Fin crit share | 106% |
| Highest-delay cell along the critical path | clkdlybuf4s50_1 |
| Area share, top type | 18.6% |
| Post-synthesis cell count from yosys | 109 |
| Layout cell share with drive strength beyond 1 | 44.3% |
| Number of rows in the core area | 31 |
| FFs & Latches | 0 |
| Number of standard cells after synthesis | 109 |
| Worst path top cell family by delay | buffers and inverters |
| Measured slew at the worst slew-check pin | 352 ps |
| Number of distinct library cells after synthesis | 34 |
| Die Y-Extent | 106 um |
| DR WL/cell | 12.6 um |
| Hold Fails Final Rpt | 0 |
| Top-level port count | 99 |
| Setup crit end kind | output pin |
| DP HPWL | 3550 um |
| Setup repair after global routing missed its margin | yes |
| Final GP Congestion | 0.833 |
| Initial antenna violation count | 1 |
-- per-stage QoR --
step	instance area [um^2]	worst slack, ps	util, %	setup TNS (ps)	total power (W)
2_1_floorplan	754	74.6	-	0	0.0000779
3_3_place_gp	1840	-1020	25.6	-1020	0.000289
3_5_place_dp	1840	-1030	25.6	-1030	0.000292
4_1_cts	1980	-156	27.5	-156	0.000293
5_1_grt	2030	-223	28.1	-223	0.000331
6_report	2030	-138	28.1	-138	0.000307
-- layout make-up --
class | count | area, um^2
timing repair buffer | 110 | 906
tap | 99 | 124
fill | 768 | 5180
multi-input combinational | 106 | 988
inverter | 3 | 11.3
-- report_power, final --
group          switching, W  internal (W)
clock network             0             0
logic              0.000129      0.000177
registers                 0             0
-- placed cells by master, fill, tap and decap left out, types with 3 or more instances in the layout --
cell type,instances
buf_2,8
clkbuf_2,8
clkdlybuf4s50_1,3
xor2_1,13
buf_4,38
dlygate4sd2_1,30
a31oi_1,3
nor4_4,3
buf_6,7
xnor2_1,14
nand2_1,3
nor2_1,6
nand3_1,5
clkdlybuf4s15_1,12
inv_1,3
clkdlybuf4s15_2,3
a21oi_1,3
nand2b_1,3
nor2b_1,3
-- worst max path at each step --
stage	end	from	cells past startpoint	slack, ps
4_1_cts	stall	instrD[31]	9	-160
5_1_grt	stall	instrE[19]	9	-220
6_report	stall	instrD[4]	7	-140
-- timing repair --
action / in CTS / in global routing
endpoints found under the setup margin: 1 / 1
gates resized: 151 / 35
pin swaps: 31 / 26
setup buffers: 3 / 2
-- per-layer routing --
metal	GRT usage, %	share of wire, %	up-vias
met1	9.62	50	520
met2	9.28	39	60
met3	2.94	11	2
met5	0	0.32	-
met4	0	0	2
li1	-	-	641
-- logic make-up (layout without fill, tap and decap cells) --
group / Yosys count / in the layout / synth area share, %
and+or+nand+nor: 50 / 50 / 39.1
xor gates and xnor gates: 30 / 30 / 34.8
AOI/OAI and AO/OA: 26 / 26 / 24.5
buffers and inverters: 3 / 113 / 1.49
-- cell usage after synthesis --
cell type and count:
a2111oi_0 2, a21bo_2 1, a21o_1 1, a21oi_1 4, a221o_1 1, a221oi_1 2
a22oi_1 1, a31oi_1 4, a41o_1 1, a41oi_1 1, and2_1 1, and4b_1 1
inv_1 3, nand2_1 4, nand2b_1 5, nand3_1 6, nand3b_1 1, nand4_1 1
nor2_1 7, nor2b_1 4, nor3_1 5, nor3b_1 3, nor4_1 5, nor4b_1 3
o2111ai_1 1, o211ai_1 2, o21ai_0 3, o21ai_1 1, o31ai_1 1, or3_1 1
or3_4 1, or4_1 2, xnor2_1 16, xor2_1 14
No activity file was given, so power comes from the tool's default toggle rates.
